==> ./design.v <==
module sys_reset (
	RSTn, CLK, DOUT
);
input RSTn;
input CLK;
output DOUT;
reg [15:0]count;
wire count_up;
	always @(negedge RSTn or posedge CLK) begin
		if(RSTn==1'b0)
			count <= 16'h0000;
		else if(~count_up)
			count <= count + 1;
	end
	assign count_up = count[15];
	assign DOUT = ~count_up;
endmodule
==> ./run.sh <==
#!/bin/bash
# OpenROAD 26Q1-2900-gdf79404cd8, Yosys 0.63+post, stock flow scripts
make -C /OpenROAD-flow-scripts/flow DESIGN_CONFIG=/design/flow/config.mk WORK_HOME=/design/flow/orfs finish
==> ./config.mk <==
export PLATFORM = sky130hd
export DESIGN_NAME = sys_reset
export DESIGN_NICKNAME = sys_reset
export VERILOG_FILES = /design/flow/design.v
export SDC_FILE = /design/flow/constraint.sdc
export NUM_CORES = 4
export LEC_CHECK = 1
export CORE_AREA = 10 10 73 73
export DIE_AREA = 0 0 83 83
==> ./constraint.sdc <==
current_design sys_reset

set clk_period 2.6
set clk_io_pct 0.2

create_clock -name clk0 -period $clk_period [get_ports {CLK}]

set non_clock_inputs [all_inputs -no_clocks]
set_input_delay [expr $clk_period * $clk_io_pct] -clock clk0 $non_clock_inputs
set_output_delay [expr $clk_period * $clk_io_pct] -clock clk0 [all_outputs]
==> impl_metrics.toml <==
# synthesis and place-and-route metrics
[global_routing]
gr-total-overflow = 0
grt_max_degree = 17
antenna_found_initial = 0
grt_pass1_vias = 443
track_usage_pct = 3.177
grt_pass1_wl_um = 1938

[clock_tree]
numCtsBuffers = 3
hold_buffers = 0
clock-sinks = 16
cts-resized-gates = 0
insertion_delay_ps = 240
cts_setup_buffers = 0
cts_tree = "built"
clockBufferDepth = 2
htreeDepth = 1
root_buffer = "clkbuf_8"
path_clk_slew_ps = 60

[hold_path]
hold_class = "flop to flop"
hold_end = "count[13]"
worstHoldStart = "count[13]"
holdPathStages = 1

[place]
dpl.hpwl_um = 763.6
pre_cts_ws_ps = 1054
portBuffers = 2
gp_congestion = 0.7608

[logic_synthesis]
ys.flops = 16
synth.distinct_cells = 20
aoi_share_pct = 1.195
netlist_instances = 61
ys_cells = 61
xor_share_pct = 16.72
synth_warnings = 1
mux_share_pct = 1.536
ys_top_logic_family = "simple AND/OR/NAND/NOR gates"
synth_area_um2 = 733.2
syn_avg_cell_area_um2 = 12.02
yosys_area_um2 = 733.2
yosys.area_share.adder_pct = 1.706
yosysSeqAreaShare_pct = 54.61
simple_gate_area_share_pct = 22.18

[sta]
tns_ps = 0
relSlewSlack_pct = 53.44
timing.final.ws_setup_ps = 800.5
worstMarginPinSlew_ps = 696.3
clock_skew_ps = 1.067
hold_viol = 0
timing.final.crit_share_pct = 69.21
slew_viol_final = 0
layout_min_cycle_time_ps = 1799
rsz0062_at_grt = "no"
setup_viol = 0
max_freq_ghz = 0.5557

[detailed_routing]
wl_um = 1079
wl_per_cell_um = 9.549
num_antenna_cells = 0
first_pass_iters = 3
route.detailed.drc = 0
vias = 416
via_per_inst = 3.681
drt_iter0_drc = 1
ant_nets = 0

[setup_path]
endpoint_kind = "primary output"
reg2reg_to = "count[12]"
worstPathArrival_ps = 1280
reg2reg_depth = 5
rr_startpoint = "count[0]"
ff2ff_setup_slack_ps = 1170
worstPathRequired_ps = 2080
path_class = "flop to primary output"
cp-start-kind = "flop"
critPathMaxFanout = 4

[floorplanning]
io-pin-count = 3
core_area_um2 = 3744
fp-utilization_pct = 19.59
row_count = 22
die_y_um = 83
die-area_um2 = 6889
fp.dieW_um = 83

[flow_run]
cap_violations = 0
tool_warnings = 25

[layout]
logic_area_um2 = 317.8
regMostFlops = "count"
drive_gt1_share_pct = 13.85
largest_register_ffs = 16
lay_top_count = "dfrtp_1"
seqCellArea_um2 = 400.4
reg_top3 = "count (16)"
final_cell_mix = "16 x dfrtp_1, 8 x xnor2_1, 6 x nand2_1, 6 x xor2_1, 5 x nand3_1"
areaGrowthSynthToFinish_pct = 15.53
fillerInstances = 416

[outcome]
status = "finished, final reports clean"

[power]
p_leak_nw = 0.3916
power.density_nw_per_um2 = 510.3
max-vdd-ir-drop_mv = 0.2951
per-layer routing:
| layer | wire [um] | global-route usage (%) |
|---|---|---|
| met5 | 0 | 0 |
| met1 | 581 | 4.464 |
| met2 | 467 | 4.818 |
| met3 | 30 | 0.7874 |
| met4 | 0 | 0.6154 |
critical path: stages, from the launching register on:
cell and delay, ps:
dfrtp_1 410, inv_1 140, clkdlybuf4s50_1 490
power breakdown:
part / switching, mW / total, mW / internal, mW
Clock: 0.0749 / 0.177 / 0.102
Combinational: 0.00453 / 0.00585 / 0.00132
Sequential: 0 / 0.249 / 0.249
Total: 0.0794 / 0.432 / 0.353
cells in the mapped netlist:
master / number / area share (%)
and3_1: 1 / 0.85
and3_4: 2 / 3.1
nand2_4: 1 / 1.5
nand4_1: 1 / 0.85
dfrtp_1: 16 / 55
xor2_1: 6 / 7.2
and2_1: 1 / 0.85
xnor2_1: 8 / 9.6
buf_4: 1 / 1.0
mux2_2: 1 / 1.5
nor4_4: 1 / 2.9
o41ai_1: 1 / 1.2
inv_1: 2 / 1.0
nand4_2: 1 / 1.7
nor2_1: 4 / 2.0
nand3_1: 5 / 3.4
ha_1: 1 / 1.7
nor3_1: 1 / 0.68
and3b_1: 1 / 1.2
nand2_1: 6 / 3.1
kinds of logic (layout without fill, tap and decap cells):
logic type               after synthesis  count (layout)
AND-OR/OR-AND                          1               1
AND/OR/NAND/NOR                       25              25
buffers and inverters                  3               7
XOR/XNOR                              14              14
adder cells (fa/ha/maj)                1               1
multiplexers                           1               1
flip-flops                            16              16
area by class of cell:
| type | instances | area share, % |
|---|---|---|
| inverter | 2 | 0.8863 |
| multi-input combinational | 42 | 37.52 |
| clock buffer | 3 | 4.874 |
| tap | 48 | 7.090 |
| sequential | 16 | 47.27 |
| timing repair buffer | 2 | 2.363 |
how the worst max path moves through the flow:
| stage | from | end | slack, ps | cells past startpoint |
|---|---|---|---|---|
| after CTS | count[15] | DOUT | 780 | 2 |
| after global routing | count[15] | DOUT | 730 | 2 |
| final | count[15] | DOUT | 800 | 2 |
metrics by stage:
stage	area, um^2	utilization, %	total power, mW	hold slack (ps)	cells
2_1_floorplan	733.2	-	0.2536	224.4	61
3_3_place_gp	805.8	21.52	0.2597	455.2	110
3_5_place_dp	805.8	21.52	0.2598	457.5	110
4_1_cts	847.1	22.63	0.4381	469.2	113
5_1_grt	847.1	22.63	0.4514	486.6	113
6_report	847.1	22.63	0.4322	465.0	113
No activity file was given, so power comes from the tool's default toggle rates.
